$ cat ./design.v
module top(
    input logic clk,         
    output logic RGB_R,      
    output logic RGB_G,      
    output logic RGB_B       
);
    localparam CLK_FREQ = 12_000_000;  
    localparam PWM_RESOLUTION = 8;   
    localparam PWM_MAX = (1 << PWM_RESOLUTION) - 1;   
    localparam PWM_CYCLES = 256;   
    localparam DEGREES_MAX = 360;
    localparam CYCLES_PER_DEGREE = CLK_FREQ / DEGREES_MAX;   
    typedef enum logic [1:0] {
        STATE_PWM_COUNT,
        STATE_DEGREE_COUNT,
        STATE_HSV_CALC,
        STATE_PWM_OUTPUT
    } state_t;
    logic [PWM_RESOLUTION-1:0] pwm_counter = 0;
    logic [PWM_RESOLUTION-1:0] red_pwm_value, green_pwm_value, blue_pwm_value;
    logic [31:0] degree_counter = 0;
    logic [8:0] current_degree = 0;
    state_t current_state = STATE_PWM_COUNT;
    state_t next_state;
    always_ff @(posedge clk) begin
        current_state <= next_state;
    end
    always_comb begin  
        case (current_state)
            STATE_PWM_COUNT: begin
                if (degree_counter == CYCLES_PER_DEGREE - 1) begin
                    next_state = STATE_DEGREE_COUNT;
                end else begin
                    next_state = STATE_PWM_COUNT;
                end
            end
            STATE_DEGREE_COUNT: begin
                next_state = STATE_HSV_CALC;
            end
            STATE_HSV_CALC: begin
                next_state = STATE_PWM_OUTPUT;
            end
            STATE_PWM_OUTPUT: begin
                next_state = STATE_PWM_COUNT;
            end
            default: begin
                next_state = STATE_PWM_COUNT;
            end
        endcase
    end
    always_ff @(posedge clk) begin
        case (current_state)
            STATE_PWM_COUNT: begin
                pwm_counter <= pwm_counter + 1;                
                if (degree_counter == CYCLES_PER_DEGREE - 1) begin
                    degree_counter <= 0;
                end else begin
                    degree_counter <= degree_counter + 1;
                end
            end
            STATE_DEGREE_COUNT: begin
                if (current_degree == DEGREES_MAX - 1) begin
                    current_degree <= 0;
                end else begin
                    current_degree <= current_degree + 1;
                end
            end
            STATE_HSV_CALC: begin
                if (current_degree < 60) begin
                    red_pwm_value <= PWM_MAX;
                end else if (current_degree < 120) begin
                    red_pwm_value <= PWM_MAX - ((current_degree - 60) * PWM_MAX / 60);
                end else if (current_degree < 240) begin
                    red_pwm_value <= 0;
                end else if (current_degree < 300) begin
                    red_pwm_value <= (current_degree - 240) * PWM_MAX / 60;
                end else begin
                    red_pwm_value <= PWM_MAX;
                end
                if (current_degree < 60) begin
                    green_pwm_value <= current_degree * PWM_MAX / 60;
                end else if (current_degree < 180) begin
                    green_pwm_value <= PWM_MAX;
                end else if (current_degree < 240) begin
                    green_pwm_value <= PWM_MAX - ((current_degree - 180) * PWM_MAX / 60);
                end else begin
                    green_pwm_value <= 0;
                end
                if (current_degree < 120) begin
                    blue_pwm_value <= 0;
                end else if (current_degree < 180) begin
                    blue_pwm_value <= (current_degree - 120) * PWM_MAX / 60;
                end else if (current_degree < 300) begin
                    blue_pwm_value <= PWM_MAX;
                end else begin
                    blue_pwm_value <= PWM_MAX - ((current_degree - 300) * PWM_MAX / 60);
                end
            end
            STATE_PWM_OUTPUT: begin
            end
        endcase
    end
    assign RGB_R = (pwm_counter > red_pwm_value) ? 1'b1 : 1'b0;
    assign RGB_G = (pwm_counter > green_pwm_value) ? 1'b1 : 1'b0;
    assign RGB_B = (pwm_counter > blue_pwm_value) ? 1'b1 : 1'b0;
endmodule
$ cat ./run.sh
#!/bin/bash
# OpenROAD 26Q1-2900-gdf79404cd8, Yosys 0.63+post, stock flow scripts
make -C /OpenROAD-flow-scripts/flow DESIGN_CONFIG=/design/flow/config.mk WORK_HOME=/design/flow/orfs finish
$ cat ./config.mk
export PLATFORM = sky130hd
export DESIGN_NAME = top
export DESIGN_NICKNAME = top
export VERILOG_FILES = /design/flow/design.v
export SDC_FILE = /design/flow/constraint.sdc
export NUM_CORES = 4
export LEC_CHECK = 1
export CORE_UTILIZATION = 30
$ cat ./constraint.sdc
current_design top

set clk_period 27.3
set clk_io_pct 0.2

create_clock -name clk0 -period $clk_period [get_ports {clk}]

set non_clock_inputs [all_inputs -no_clocks]
set_input_delay [expr $clk_period * $clk_io_pct] -clock clk0 $non_clock_inputs
set_output_delay [expr $clk_period * $clk_io_pct] -clock clk0 [all_outputs]
==> results.ini <==
[route]
n_antenna_cell=0
antenna_left=0
drt_wl_total_um=59000
viasPerCell=5.23
drc=0
drtIter0Drc=1338
dr.pass1.iters=5
vias=19100
wl_per_cell_um=16.1

[critical_path]
slowest_delay_ps=650
worstPathArrival_ps=13100
crit_path_top_delay_cell=edfxtp_1
reg2reg_depth=38
critical_path.top_delay_family=AND-OR/OR-AND gates
rr_startpoint=current_degree[7]
critical_path_buf_inv_count=4
crit_path_start_kind=flop
required_ps=27410
crit_type=reg2reg
cp-end-kind=flop
r2r_setup_slack_ps=14320
regToRegEndpoint=red_pwm_value[0]
critPathMaxFanout=32

[final_timing]
slew_violations=0
setup_viol=0
fmax_mhz=77.0
hold_ws_ps=577
min_period_ps=12980
worst_clock_skew_ps=10.9
rsz0062_at_grt=no
hold_violations=0
setup_tns_ps=0
maxSlewHeadroom_pct=27.5
tightestPinTransition_ps=1070
finalCritPeriodShare_pct=47.5

[grt]
first_global_vias=18000
grt_overflow=0
antenna_found_initial=0
grt_usage_pct=16.3
grt_max_degree=41
grt_pass1_wl_um=96500

[synth]
yosysSeqAreaShare_pct=9.93
ys.flop_type=edfxtp_1
synth.distinct_cells=123
syn_area_um2=22500
synth.avg_cell_area_um2=8.32
yosys_warnings=1
ys_cells=2702
synth_cells=2702
ys_async_sr_fraction_pct=0
ys_ff=75
ys_area_um2=22500
synth-edff-count=73

[pwr]
powerDensity_nw_per_um2=10.5
p_leak_nw=10.1
ir_worst_vdd_mv=0.0276

[cts]
cts_sinks=75
clkLatencyLatePin_ps=360
postCtsSetupBuffers=0
clk_pin_slew_ps=70
cts-buffers-inserted=9
htree_levels=3
cts_tree=yes
clk_path_buf_depth=2
cts_resized=0
holdBufCountCts=0
clockRootBuffer=clkbuf_16

[placement]
gp_congestion=0.952
portBuffers=3
dpl.cell_count=3640
place.detailed.hpwl_um=49200

[die]
ioPinCount=4
num_rows=99
chip_area_um2=76000
die_w_um=276
core_um2=73600
fp_util_pct=30.5
die-height_um=276

[min_path]
min-delay-start=current_state[1]
hold_depth=2
hp-class=reg2reg
worstHoldEndpoint=current_state[1]

[outcome]
status=finished, final reports clean

[final_layout]
lay_top_count=inv_1
stdcell_count=3656
drive_gt1_share_pct=5.56
area_growth_pct=6.99
final_cell_mix=inv_1, ha_1, fa_1, nor2_1, nand2_1

[flow_run]
max_cap_viol_count=0
warnings=65

-- metrics by stage --
step,total power [mW],utilization [%],worst slack (ps),instance area (µm²)
floorplan,0.127,-,15410,22500
global placement,0.127,32.2,14660,23700
detailed placement,0.127,32.2,14470,23700
CTS,0.256,32.7,14420,24000
global route,0.261,32.7,13330,24000
finish,0.253,32.7,14320,24000
-- synth_stat cells, types with 32 or more instances --
library cell  number  share of area, %
a211oi_1          57               1.9
a21o_1            34               1.1
a21oi_1          128               2.9
and3_1            32              0.89
clkbuf_1          36              0.60
edfxtp_1          73               9.8
fa_1             224                20
ha_1             241                13
inv_1            459               7.7
nand2_1          168               2.8
nand3_1           77               1.7
nand4_1           32              0.89
nor2_1           179               3.0
nor3_1            41              0.91
o211ai_1          39               1.3
o21a_1            32               1.1
o21ai_0          110               2.4
xnor2_1          127               4.9
xor2_1            53               2.1
-- how the worst max path moves through the flow --
stage	startpoint	endpoint	slack (ps)	cells after the start
CTS	current_degree[7]	red_pwm_value[0]	14420	40
global route	current_degree[7]	red_pwm_value[0]	13330	40
finish	current_degree[7]	red_pwm_value[0]	14320	38
-- sequential cells by signal (all words and copies together) (netlist names) --
| signal | cells |
|---|---|
| blue_pwm_value | 8 |
| current_degree | 9 |
| current_state | 2 |
| degree_counter | 32 |
| green_pwm_value | 8 |
| pwm_counter | 8 |
| red_pwm_value | 8 |
-- cells by family after synthesis --
kind of cell    count (synthesis)  share of synthesized area, %
compound gates                712                          23.0
fa+ha+maj                     469                          33.6
flops                          75                          9.93
mux                            35                          1.64
xor+xnor                      181                          7.12
simple gates                  709                          15.9
buf+inv                       521                          8.82
-- report_power, final --
group,switching (mW),internal [mW]
Combinational,0,0
Clock,0.0557,0.0735
Sequential,0,0.124
Total,0.0557,0.198
-- final cells by class --
cell class / instances / area [µm²]
clock buffers: 9 / 225
clock inverters: 7 / 95.1
fillers: 7678 / 49500
inverters: 463 / 1740
multi-input cells: 2106 / 18300
flip-flops and latches: 75 / 2230
well taps: 959 / 1200
repair buffers: 37 / 285
-- layer usage --
metal,track usage (%),wire [µm],vias to the layer above
li1,-,-,9539
met1,24.6,28000,9075
met2,24.7,26000,434
met3,3.83,3830,63
met4,2.52,1170,0
met5,0,0,-
-- worst register-to-register path, delay by kind of cell, from the launching register on --
kind            cells  cell delay, ps
buf+inv             4            1100
flops               1             650
fa+ha+maj           7            3160
simple gates        7            1470
xor+xnor            1             280
mux                 2             620
compound gates     17            5420
Power and IR drop assume default switching activity.
